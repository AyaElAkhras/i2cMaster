[run.sh]
#!/bin/bash
# OpenROAD 26Q1-2900-gdf79404cd8, Yosys 0.63+post, stock flow scripts
make -C /OpenROAD-flow-scripts/flow DESIGN_CONFIG=/design/flow/config.mk WORK_HOME=/design/flow/orfs finish
[config.mk]
export PLATFORM = sky130hd
export DESIGN_NAME = i2cMaster_top
export DESIGN_NICKNAME = i2cMaster_top
export VERILOG_FILES = /design/flow/design.v
export SDC_FILE = /design/flow/constraint.sdc
export NUM_CORES = 4
export LEC_CHECK = 1
export CORE_UTILIZATION = 30
[constraint.sdc]
current_design i2cMaster_top

set clk_period 1.9
set clk_io_pct 0.2

create_clock -name clk0 -period $clk_period [get_ports {clk}]

set non_clock_inputs [all_inputs -no_clocks]
set_input_delay [expr $clk_period * $clk_io_pct] -clock clk0 $non_clock_inputs
set_output_delay [expr $clk_period * $clk_io_pct] -clock clk0 [all_outputs]
[design.v]
`timescale 1ns/1ns
module AU(clk, reset_n, abit, load_en, AddrIn, detect_pos, iSCL, oSDA);     
    input clk;
    input reset_n;
    input abit;
    input load_en;
    input [7:0] AddrIn;
    input detect_pos;
    input iSCL;
    output  oSDA;   
    reg [7:0] temp;
    always @(posedge clk or negedge reset_n)  begin
        if(!reset_n)
            temp <= 8'b0;
        else   begin
            if(load_en)   
                temp <= AddrIn;    
            else begin
                if(abit & iSCL & !detect_pos )     
                        temp <= {temp[6:0], temp[7]};    
                else
                    temp  <= temp;
            end
        end
    end
    assign oSDA =  temp[7] ;
endmodule
`timescale 1ns/1ns
module BIU(inbar_out, iSCL, oSDA, SDA, iSDA, SCL);
    input inbar_out;
    input iSCL;
    input oSDA;     
    inout SDA;
    output iSDA;   
    output SCL;
   assign iSDA =  SDA;
   assign SDA = (inbar_out) ? oSDA: 1'bz;
   assign SCL = iSCL;    
endmodule
`timescale 1ns/1ns
module CPU_Interface_handler(Addr, DataIn, R_W, En, success, done,  DataOut, en_AU, en_DU, en_go, AU_input, DU_input);
   input [1:0] Addr;
   input [7:0] DataIn;
   input R_W;
   input En;
   input success;
   input done;
   output [7:0] DataOut;
   output en_AU;   
   output en_DU;   
   output en_go;   
   output [7:0] AU_input;   
   output [7:0] DU_input;
   assign AU_input = {DataIn[6:0], 1'b0};
   assign DU_input = DataIn;
   assign en_go = ( (Addr == 2'b10) & DataIn[0] & !R_W & En );
   assign en_AU = ( (Addr == 2'b00) & !R_W & En );
   assign en_DU = ( (Addr == 2'b01) & !R_W & En );
    assign DataOut = {6'b0, success, done};
endmodule
`timescale 1ns/1ns
module ClockDivider(clk, reset_n, busy,  iSCL);      
    input clk;
    input reset_n;
    input busy;
    output iSCL;
    wire qbar;
    DFF_ClockDivider  divider (.clk(clk), .reset_n(reset_n & busy), .en(1'b1), .d(qbar), .q(iSCL), .qbar(qbar) );    
endmodule
`timescale 1ns/1ns
module ControlUnit_FSM( clk, reset_n, go, eight_bit, iSDA, iSCL,  detect_neg, busy, newcount, abit, dbit, done, success , inbar_out,  count_reset );
    input clk;
    input reset_n;
    input go;
    input eight_bit;
    input iSDA;
    input iSCL;
    input detect_neg;
    output busy;
    output newcount;    
    output abit;
    output dbit;
    output done;
    output success;
    output inbar_out;    
    output count_reset;
    reg [2:0] current_state, next_state;
    parameter IDLE_STATE = 3'b000;
    parameter ADDRESS_STATE = 3'b001;
    parameter ACK_ADDR_STATE = 3'b010;
    parameter DATA_STATE = 3'b011;
    parameter ACK_DATA_STATE = 3'b100;
    parameter FAIL_FINISH_STATE = 3'b101;       
    parameter SUCCESS_FINISH_STATE = 3'b110;      
    always@(posedge clk or negedge reset_n)
       if(!reset_n)
            current_state <= IDLE_STATE;    
       else 
            current_state <= next_state;
    always@(go or eight_bit or iSDA or current_state or iSCL) begin
        case (current_state)
            IDLE_STATE:
                if(go) 
                    next_state = ADDRESS_STATE;
                else
                    next_state = IDLE_STATE;
            ADDRESS_STATE:
                if(eight_bit && iSCL)   
                    next_state = ACK_ADDR_STATE;
                else
                    next_state = ADDRESS_STATE;
            ACK_ADDR_STATE:     
                if(iSDA )      
                    next_state = FAIL_FINISH_STATE;
                else 
                    next_state = DATA_STATE;
            DATA_STATE:
                if(eight_bit && iSCL)
                    next_state = ACK_DATA_STATE;
                else
                    next_state = DATA_STATE;
            ACK_DATA_STATE:
                if(iSDA)
                    next_state = FAIL_FINISH_STATE;
                else
                    next_state = SUCCESS_FINISH_STATE;
            FAIL_FINISH_STATE:
                if(go && !detect_neg)
                    next_state = ADDRESS_STATE;  
                else
                    next_state = FAIL_FINISH_STATE;
            SUCCESS_FINISH_STATE:
                 if(go && !detect_neg)
                    next_state = ADDRESS_STATE;  
                else
                    next_state = SUCCESS_FINISH_STATE;
            default: next_state = IDLE_STATE;
        endcase
    end
    assign busy = ( (current_state == IDLE_STATE) || (current_state == FAIL_FINISH_STATE) || (current_state == SUCCESS_FINISH_STATE) ) ? 0: 1;
    assign newcount = ((current_state == DATA_STATE) || (current_state == ADDRESS_STATE));    
    assign abit = (current_state == ADDRESS_STATE);
    assign dbit = (current_state == DATA_STATE) ;
    assign done = ((current_state == FAIL_FINISH_STATE) || (current_state == SUCCESS_FINISH_STATE) );   
    assign success = (current_state == SUCCESS_FINISH_STATE) ;    
    assign inbar_out = ((current_state == ACK_ADDR_STATE) || (current_state == ACK_DATA_STATE)) ? 0:1;    
   assign count_reset = (current_state == ACK_ADDR_STATE || current_state == ACK_DATA_STATE) ? 0 :1;   
endmodule
`timescale 1ns/1ns
module DFF_ClockDivider(clk, reset_n, en, d, q, qbar);
    input clk;
    input reset_n;
    input en;
    input d;
    output reg q;
    output qbar;
    always@(posedge clk or negedge reset_n)
        if(reset_n) begin 
            if(en)
                q <= d;
            else
                q<= q;     
        end 
        else q <= 1'b1;     
    assign qbar = ~q; 
endmodule
`timescale 1ns/1ns
module DU(clk, reset_n, dbit, load_en, data, iSCL, oSDA );
    input clk;
    input reset_n;
    input dbit;
    input load_en;
    input [7:0] data;
    input iSCL;
    output oSDA;
    reg [7:0] temp;
    always@(posedge clk or negedge reset_n) begin
        if(!reset_n)
            temp <= 8'b0;
        else   begin
            if(load_en)    
                temp <= data;    
            else begin
                if(dbit & iSCL)      
                    temp <= {temp[6:0], temp[7]};    
                else
                    temp  <= temp;
            end
        end
    end
    assign oSDA = temp[7];
endmodule
`timescale 1ns/1ns
module EdgeDetector(clk, reset_n, signal, detect_pos, detect_neg, detect_edge);
    input clk;
    input reset_n;
    input signal;
    output  detect_pos;
    output detect_neg;
    output detect_edge;
    reg sig;
    wire detect_edge_temp;
    always@(posedge clk or negedge reset_n) begin
        if(!reset_n)
            sig <= 1'b0;
        else
            sig <= signal;
    end
    assign detect_edge_temp = (signal  ^ sig);
    assign detect_pos =  detect_edge & signal;
    assign detect_neg = detect_edge & sig;
    assign detect_edge = detect_edge_temp;
endmodule
`timescale 1ns/1ns
module SSU ( Mclk, reset_n, busy, detect_pos, detect_neg,  iSCL );
    input Mclk;     
    input reset_n;
    input busy;
    input detect_pos;
   input detect_neg;
    output iSCL;
    wire temp_iSCL;
    ClockDivider my_divider (.clk(Mclk), .reset_n(reset_n), .busy(busy),  .iSCL(temp_iSCL) );
    assign iSCL = (!busy) ? 1'b1 : temp_iSCL;    
endmodule
`timescale 1ns/1ns
module Up_Counter(clk, reset_n, en, eight_bits);
    input clk;
    input reset_n;
    input en;
    output eight_bits;
     reg[3:0] cycle_count;
    always@(posedge clk or negedge reset_n) begin
         if(!reset_n)
            cycle_count <= 0;
        else
            if(en)
                cycle_count <= cycle_count + 1;
            else
                cycle_count <= cycle_count;
    end
    assign eight_bits = (cycle_count == 4'b1000) ? 1 : 0;  
endmodule
`timescale 1ns/1ns
module i2cMaster_top (clk, reset_n, Addr, DataIn, R_W, En, SDA, SCL, DataOut);     
    input clk;
    input reset_n;
    input [1:0] Addr;     
    input [7:0] DataIn;   
    input R_W;    
    input En;   
    inout SDA;   
    output SCL;   
    output [7:0] DataOut;
    wire done;
    wire success; 
    wire busy;
    wire newcount;
    wire abit;
    wire dbit; 
    wire inbar_out;          
    wire en_AU;
    wire en_DU;
    wire en_go;
    wire [7:0] AU_input;
    wire [7:0] DU_input;
    wire iSCL;   
    wire iSDA;  
    wire eight_bit;   
    wire detect_pos;
    wire detect_neg;
    wire detect_edge;
    wire  mux_oSDA;   
    wire AU_oSDA;
    wire DU_oSDA;
    wire count_reset;
    BIU Bus_Interface_Unit (.inbar_out(inbar_out), .iSCL(iSCL), .oSDA(mux_oSDA), .SDA(SDA), .iSDA(iSDA), .SCL(SCL));   
    CPU_Interface_handler  CPU (.Addr(Addr), .DataIn(DataIn), .R_W(R_W), .En(En),  .success(success), .done(done),  .DataOut(DataOut), .en_AU(en_AU), .en_DU(en_DU), .en_go(en_go), .AU_input(AU_input), .DU_input(DU_input) );
    AU  Address_Unit (.clk(clk), .reset_n(reset_n), .abit(abit), .load_en(en_AU & !busy), .AddrIn(AU_input), .detect_pos(detect_pos), .iSCL(iSCL),  .oSDA(AU_oSDA) );
    DU  Data_Unit (.clk(clk), .reset_n(reset_n), .dbit(dbit), .load_en(en_DU & !busy), .data(DU_input), .iSCL(iSCL), .oSDA(DU_oSDA) );
    SSU Start_Stop_Unit ( .Mclk(clk), .reset_n(reset_n), .busy(busy), .detect_pos(detect_pos), .detect_neg(detect_neg),   .iSCL(iSCL) );
    Up_Counter  Master_count (.clk(clk), .reset_n(reset_n & count_reset), .en(iSCL & newcount), .eight_bits(eight_bit));
    ControlUnit_FSM   Master_controlUnit ( .clk(clk), .reset_n(reset_n), .go(en_go), .eight_bit(eight_bit), .iSDA(iSDA), .iSCL(iSCL), .detect_neg(detect_neg),  .busy(busy), .newcount(newcount), .abit(abit), .dbit(dbit), 
                                            .done(done), .success(success) , .inbar_out(inbar_out) ,  .count_reset(count_reset));
    EdgeDetector    my_detector (.clk(clk), .reset_n(reset_n), .signal(busy), .detect_pos(detect_pos), .detect_neg(detect_neg), .detect_edge(detect_edge) ); 
    assign  mux_oSDA = (detect_edge) ? 1'b0 : (abit) ? AU_oSDA : (dbit) ? DU_oSDA : 1'b1;   
endmodule
==> flow_summary.ini <==
; flow metrics
[final_timing]
rsz0062_at_grt = true
report.final.hold_viol_count = 0
finalSetupViolCount = 0
drv_slew = 0
maxClockFrequency_ghz = 0.538
skew_ns = 0.00713
final.setup.worst_slack_ns = 0.0403
period_used_pct = 97.9
timing.final.crit_period_ns = 1.86
whs_ns = 0.468

[clocking]
cts_hold_buf = 0
clk-insertion-delay-late_ns = 0.28
htree_num_levels = 2
cts_root_buf = clkbuf_8
numCtsBuffers = 5
cts_tree = done
clk_pin_slew_ns = 0.06
clockBufferDepth = 2
cts.sinks = 29

[job]
maxCapViolCount = 0
warnings = 28

[global_routing]
grt_pass1_vias = 1096
overflow = 0
antenna_found_initial = 0
grt_pass1_wl_mm = 5.21
grt_max_degree = 18
grtUsageTotal_pct = 12.4

[setup_path]
required_ns = 1.52
crit_start = Master_controlUnit.current_state[3]$_DFF_PN0_
max_stage_delay_ns = 0.44
crit_chain = buf_4, nor4_4, inv_2, dlygate4sd2_1
slowest_stage = dfrtp_2
reg2reg_depth = 5
cp.arrival_ns = 1.48
cp-end-kind = output port
path_depth = 4
critical_path.top_delay_family = buffers and inverters
critPathMaxFanout = 4
path_buffers = 3
timing.rr.start = Master_controlUnit.current_state[5]$_DFF_PN0_
path_class = flop to output port
start_kind = flop

[yosys]
edf_count = 0
synth_cell_types = 41
syn_avg_cell_area_sq_um = 11.4
ys_seq_share_pct = 45.8
syn_inst = 139
ys_chip_area_sq_um = 1590
synth_area_sq_um = 1590
ys_warn_count = 7
yosys_cells = 139
flop_cell = dfrtp_1
async_reset_ff_share_pct = 100
ys_seq_elements = 29

[die]
core_area_sq_um = 5110
die_width_um = 74.8
pin_count = 24
rows = 26
initial_core_util_pct = 31.2
die_area_sq_um = 5600
die_h_um = 74.8

[power]
powerDensity_nw_per_um2 = 609
ir_drop_uv = 242
p_leak_nw = 0.934

[placement]
portBuffers = 16
dp_hpwl_mm = 2.28
gp_congestion = 0.763
dp_slack_ns = -0.158

[route]
vias_per_cell = 4.55
drc = 0
routed_wl_mm = 3.19
drt_iter0_drc = 42
wl_per_cell_um = 13.1
antennaDiodeCount = 0
first_pass_iters = 4
drtAntennaViolNets = 0
via_count = 1106

[worst_hold_path]
hold_depth = 1
hold_path.class = flop to flop
min_from = Master_controlUnit.current_state[2]$_DFF_PN0_

[layout]
drive_gt1_share_pct = 32.4
finish.utilization_pct = 40.1
synthToLayoutAreaGrowth_pct = 28.7
final_cell_mix = dfrtp_1 (25), buf_4 (16), clkdlybuf4s50_1 (15)
layout.cells.most_common = dfrtp_1

[run_status]
status = complete, no violations
-- metal layers --
| metal | global-route usage (%) | share of wire (%) |
|---|---|---|
| met5 | 0 | 0 |
| met3 | 2.31 | 3.5 |
| met1 | 18.9 | 48 |
| met2 | 19.3 | 47 |
| met4 | 1.47 | 0.75 |
-- cell usage after synthesis, types with 2 or more instances --
cell       n  area [sq um]
o21ai_0    9          45.0
or3b_2     7          61.3
nand2b_1   3          18.8
dfrtp_1   27           676
inv_1      8          30.0
clkbuf_1   2          7.51
buf_4      8          60.1
buf_2      3          15.0
nor2_1     3          11.3
and2_1     2          12.5
dfstp_2    2          52.6
nand3b_1   2          15.0
a21o_1     3          22.5
mux2_1     8          90.1
a31oi_1    7          43.8
xnor2_1    2          17.5
nor3_1     9          45.0
ha_1       4          50.1
mux2_4     8           120
-- cell families (layout without fill, tap and decap cells) --
group / after synthesis / in the layout / share of synthesized area [%]
other cells: 1 / 6 / 0.236
xor+xnor: 3 / 3 / 1.65
simple gates: 38 / 39 / 16.4
flops: 29 / 29 / 45.8
buf+inv: 23 / 51 / 8.02
fa+ha+maj: 4 / 4 / 3.14
mux: 17 / 17 / 13.9
compound gates: 24 / 24 / 10.8
-- worst paths after layout --
| path | slack [ns] | to |
|---|---|---|
| max in group asynchronous | 0.99 | Master_count.cycle_count[1]$_DFFE_PN0P_ |
| setup reg to reg | 0.05 | Data_Unit.temp[4]$_DFFE_PN0P_ |
| hold reg to reg | 0.47 | Master_controlUnit.current_state[6]$_DFF_PN0_ |
| setup / recovery | 0.04 | SCL |
| min in group asynchronous | 0.51 | Master_controlUnit.current_state[3]$_DFF_PN0_ |
| hold / removal | 0.47 | Master_controlUnit.current_state[6]$_DFF_PN0_ |
-- repair_timing --
item	4_1_cts	5_1_grt
buffers inserted	4	4
endpoints found under the setup margin	2	17
pin swaps	1	3
cloned	0	1
resized	5	5
-- cell type report --
type,instances,area (sq um)
Timing Repair Buffer,34,302
Clock buffer,7,96.3
Clock inverter,1,5.00
Tap cell,70,87.6
Inverter,9,33.8
Multi-Input combinational cell,93,793
Fill cell,483,3060
Sequential cell,29,731
-- per-stage QoR --
step	TNS (ns)	area, sq um	total power (W)	cells
5_1_grt	-0.107	2050	0.00131	243
2_1_floorplan	0	1630	0.000662	144
4_1_cts	0	1990	0.00127	238
3_5_place_dp	-1.87	1850	0.000708	226
3_3_place_gp	-1.80	1850	0.000706	226
6_report	0	2050	0.00125	243
-- power by group --
part	total, W	internal [W]	switching [W]
Clock	0.000552	0.000327	0.000226
Sequential	0.000626	0.000623	0.00000247
Combinational	0.0000696	0.0000402	0.0000294
Total	0.00125	0.000990	0.000258
-- worst register-to-register path: cells and delay by family (launching register included) --
kind | cells | cell delay, ns
compound gates | 1 | 0.34
mux | 2 | 0.60
flops | 1 | 0.46
buf+inv | 2 | 0.35
-- registers in the layout (all words and copies together) (netlist names) --
register	flops
Address_Unit.temp	8
Data_Unit.temp	8
Master_controlUnit.current_state	7
Master_count.cycle_count	4
Start_Stop_Unit.my_divider.divider.q	1
my_detector.sig	1
Power is estimated from default activity; no workload was simulated.
